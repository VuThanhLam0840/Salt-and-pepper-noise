==> flow/design.v <==
module controller
(
    input wire clk, rst, start, Col_done,Row_done,
    output reg [1:0] Col_ctrl, Row_ctrl, median_ctrl, data_ctrl, enable_wr,
    output reg [2:0] State
);
    localparam  Idle = 3'd0,
                Load = 3'd1,
                Update_median = 3'd5,
                Write = 3'd2,
                Inc_col = 3'd3,
                Inc_row = 3'd4;
    reg [2:0] cur_state,n_state;
    always @(posedge clk or posedge rst)
    begin
        if(rst)
            cur_state <= Idle;
        else
            cur_state <= n_state;
    end
    always @(*)
    begin
        case(cur_state)
            Idle : n_state = (start) ? Load : Idle;
            Load : n_state = Update_median ;
            Update_median : n_state = Write;
            Write : begin
                if(Col_done && Row_done)
                    n_state = Idle;
                else if(Col_done)
                    n_state = Inc_row;
                else 
                    n_state = Inc_col;
            end
            Inc_col : n_state = Load;
            Inc_row : n_state = Load;
            default : n_state = Idle;
        endcase
    end
    always @(*)
    begin
        State = cur_state;
        Row_ctrl = 2'd0;
        Col_ctrl = 2'd0;
        data_ctrl = 2'd0;
        median_ctrl = 2'd0;
        enable_wr = 2'd0;
        case(cur_state)
            Idle : begin
                Row_ctrl = 2'd1;
                Col_ctrl= 2'd1;
            end
            Load : begin
                data_ctrl = 2'd1;  
                median_ctrl = 2'd1; 
            end
            Update_median : begin
                median_ctrl = 2'd2; 
            end
            Write : begin
                enable_wr = 2'd1 ;  
            end
            Inc_col : begin
                Col_ctrl = 2'd2 ;  
            end
            Inc_row : begin
                Row_ctrl = 2'd2 ;  
                Col_ctrl = 2'd1;  
            end 
        endcase
    end
endmodule
==> flow/run.sh <==
#!/bin/bash
# OpenROAD 26Q1-2900-gdf79404cd8, Yosys 0.63+post, stock flow scripts
make -C /OpenROAD-flow-scripts/flow DESIGN_CONFIG=/design/flow/config.mk WORK_HOME=/design/flow/orfs finish
==> flow/config.mk <==
export PLATFORM = sky130hd
export DESIGN_NAME = controller
export DESIGN_NICKNAME = controller
export VERILOG_FILES = /design/flow/design.v
export SDC_FILE = /design/flow/constraint.sdc
export NUM_CORES = 4
export LEC_CHECK = 1
export CORE_AREA = 10 10 70 70
export DIE_AREA = 0 0 80 80
==> flow/constraint.sdc <==
current_design controller

set clk_period 1.4
set clk_io_pct 0.2

create_clock -name clk0 -period $clk_period [get_ports {clk}]

set non_clock_inputs [all_inputs -no_clocks]
set_input_delay [expr $clk_period * $clk_io_pct] -clock clk0 $non_clock_inputs
set_output_delay [expr $clk_period * $clk_io_pct] -clock clk0 [all_outputs]
==> reports/metrics.cfg <==
[clock_network]
cts_sinks=3
clk_pin_slew_ns=0.04
cts.path.max_buffers=2
clock_latency_ns=0.23
cts_htree_levels=1
numCtsBuffers=3
cts_root_buffer=clkbuf_4
cts_tree=built

[critical_path]
r2r_start=cur_state[0]
arrival_ns=1.24
start_kind=flop
worstRegToRegCells=4
r2r_setup_slack_ns=0.03
critPathRequiredTime_ns=1.12
crit_type=reg2out
critPathCapture=enable_wr[0]
crit_path_max_fanout=4
crit_path_start=cur_state[0]
end_kind=output port
r2r-end=cur_state[2]

[grt]
overflow=0
grt_max_degree=5
antenna_found_initial=0
grt_pass1_vias=349
grt_pass1_wl_mm=1.77
grtUsageTotal_pct=3.52

[logic_synthesis]
muxShareOfSynthArea_pct=0
ys_warn_count=1
aoi_share_pct=13.8
ys_sh_xor_pct=0
synthAdderAreaFrac_pct=0
top_logic_kind=simple AND/OR/NAND/NOR gates
yosys.area.top_type=dfrtp_1
syn_area_um2=200
syn_inst=24
yosysCellCount=24
area_leaders=dfrtp_1, buf_4, nor3b_2, inv_1, nor2_1
synth_top_area_share_pct=37.5
yosysUniqueCellTypes=13
yosysSeqAreaShare_pct=37.5
synth-seq-cells=3
simple_gate_share_pct=30.0
synth-area-yosys_um2=200
synth.avg_cell_area_um2=8.34

[pwr]
total_power_uw=1530
leakage_uw=0.000371
power_frac_comb_pct=79.0
p_seq_share_pct=11.4
ir_worst_vdd_mv=0.370
p_sw_share_pct=32.1
powerDensity_mw_per_mm2=2070
p_switching_uw=489
p_clk_share_pct=9.7
power.internal_uw=1040

[detailed_routing]
diodes=0
drt_iter0_drc=10
viasPerCell=2.99
post_drt_wl_per_cell_um=10.3
vias=350
final_antenna_net_count=0
remaining_drc_errors=0
wl_mm=1.20
dr.pass1.iters=3

[sta]
setup_slack_ns=-0.120
period_used_pct=109
fmax_mhz=658
finalHoldViolations=0
fin_setup_tns_ns=-0.407
rsz0062_at_grt=true
fin_crit_ns=1.52
timing.final.max_slew_violations=0
setup_violations=6
fin_skew_ns=0.00366

[layout]
syn_to_final_growth_pct=268
regMostFlops=cur_state
drive_gt1_share_pct=76.1
fillers=363
fin_util_pct=21.5
largestRegisters=cur_state (3)
largest_reg_flops=3

[floorplanning]
pin_count=18
rows=21
die_x_um=80
dieArea_mm2=0.00640
placeableCoreArea_mm2=0.00342
fp-utilization_pct=5.86
die_y_um=80

[worst_hold_path]
hold_class=in2async

[flow_run]
max-cap-violations=0
warnings=27

[place]
portBuffers=15
hpwl_um=635
gp_congestion=0.794

[status]
status=finished, violations left
violations=setup timing

how the worst min path moves through the flow:
| stage | end | slack (ns) | depth (start not counted) |
|---|---|---|---|
| CTS | cur_state[0] | 0.23 | 2 |
| global route | cur_state[1] | 0.24 | 2 |
| finish | cur_state[0] | 0.23 | 2 |
cell type report:
class	instances	area, um2	area share, %
inverters	3	13.8	1.87
well taps	46	57.6	7.82
repair buffers	45	404	54.9
clock buffers	4	26.3	3.57
flip-flops and latches	3	77.6	10.5
multi-input cells	16	156	21.3
cells in the mapped netlist:
| master | n |
|---|---|
| nor3b_2 | 1 |
| and3_2 | 1 |
| nor2_1 | 3 |
| or4b_1 | 1 |
| o21ai_0 | 2 |
| dfrtp_1 | 3 |
| buf_4 | 3 |
| nand2b_2 | 1 |
| inv_1 | 3 |
| nor3_1 | 2 |
| a21oi_1 | 2 |
| a21o_1 | 1 |
| conb_1 | 1 |
routing by layer:
metal	up-vias	wire, um	global-route usage [%]
li1	173	-	-
met1	155	482	4.00
met2	20	551	5.30
met3	2	153	2.61
met4	0	15	0.528
met5	-	0	0
layout by cell type, fill, tap and decap left out:
cell type / instances
a21o_1: 1
a21oi_1: 1
a21oi_2: 1
and3_4: 1
buf_12: 1
buf_2: 5
buf_4: 14
buf_6: 15
clkbuf_1: 1
clkbuf_2: 3
clkbuf_4: 3
clkdlybuf4s50_1: 4
conb_1: 2
dfrtp_1: 1
dfrtp_2: 2
dlygate4sd2_1: 2
dlymetal6s2s_1: 1
inv_1: 2
inv_4: 1
nand2b_4: 1
nor2_4: 3
nor3_2: 1
nor3_4: 1
nor3b_4: 1
o21ai_0: 2
or4b_4: 1
metrics by stage:
| stage | setup WS (ns) | instances | instance area [um2] | hold WS (ns) |
|---|---|---|---|---|
| floorplan | 0.296 | 25 | 204 | 0.0336 |
| global placement | -0.0956 | 89 | 434 | 0.498 |
| detailed placement | -0.144 | 89 | 434 | 0.477 |
| CTS | -0.217 | 112 | 657 | 0.227 |
| global route | -0.176 | 117 | 736 | 0.243 |
| finish | -0.120 | 117 | 736 | 0.229 |
critical path, stage by stage, from the launching register on:
cell,delay (ns)
dfrtp_2,0.44
buf_6,0.13
buf_6,0.11
nor3b_4,0.20
buf_2,0.13
kinds of logic (layout without fill, tap and decap cells):
| logic type | after synthesis | after routing |
|---|---|---|
| AOI/OAI and AO/OA | 5 | 5 |
| DFF | 3 | 3 |
| and+or+nand+nor | 9 | 9 |
| other | 1 | 2 |
| buffers and inverters | 6 | 52 |
timing repair:
| action | in CTS | in global routing |
|---|---|---|
| resized | 44 | 17 |
| hold buffers | 0 | 0 |
| setup buffers | 19 | 6 |
| pin swaps | 4 | 6 |
| setup endpoints to repair | 11 | 7 |
power groups by stage:
stage	clock network [uW]	logic [uW]	registers, uW
5_1_grt	166	1310	178
6_report	148	1200	173
4_1_cts	158	943	171
No activity file was given, so power comes from the tool's default toggle rates.
