===== flow/design.v =====
module mux4to1_10 #(
    parameter WIDTH = 10
) (
    input wire [WIDTH-1 : 0] a,b,c,d,
    input wire [1:0] sel,
    output reg [WIDTH-1 : 0] out
);
    always @(sel or a or b or c or d)
    begin
        case(sel)
            2'd0 : out = a;
            2'd1 : out = b;
            2'd2 : out = c;
            2'd3 : out = d;
           default : out = {WIDTH{1'b0}};
        endcase
    end
endmodule

===== flow/run.sh =====
#!/bin/bash
# OpenROAD 26Q1-2900-gdf79404cd8, Yosys 0.63+post, stock flow scripts
make -C /OpenROAD-flow-scripts/flow DESIGN_CONFIG=/design/flow/config.mk WORK_HOME=/design/flow/orfs finish

===== flow/config.mk =====
export PLATFORM = sky130hd
export DESIGN_NAME = mux4to1_10
export DESIGN_NICKNAME = mux4to1_10
export VERILOG_FILES = /design/flow/design.v
export SDC_FILE = /design/flow/constraint.sdc
export NUM_CORES = 4
export LEC_CHECK = 1
export CORE_AREA = 10 10 70 70
export DIE_AREA = 0 0 80 80

===== flow/constraint.sdc =====
current_design mux4to1_10

set clk_period 1.5
set clk_io_pct 0.2

create_clock -name clk0 -period $clk_period

set non_clock_inputs [all_inputs -no_clocks]
set_input_delay [expr $clk_period * $clk_io_pct] -clock clk0 $non_clock_inputs
set_output_delay [expr $clk_period * $clk_io_pct] -clock clk0 [all_outputs]

==> flow_metrics.tcl <==
# yosys + openroad results
set metrics [dict create \
    status "finished, final reports clean" \
    vias 359 \
    drtIter0Drc 10 \
    top_area_cell "mux4_2" \
    cap_violations 0 \
    ys_top_cells_by_count "mux4_2, buf_6, clkbuf_2" \
    ys_cells 12 \
    path_cells "buf_6 -> buf_16 -> mux4_2 -> buf_2" \
    crit_required_ns 1.20 \
    clock.fmax_mhz 694 \
    drt-pass1-iter-count 3 \
    p_per_area_mw_per_mm2 231 \
    area_growth_pct 231 \
    ys_area_um2 241 \
    die_w_um 80 \
    fin_crit_sh_pct 96.1 \
    min_to "out[7]" \
    postCtsSetupBuffers 0 \
    initCoreUtil_pct 7.07 \
    synth.top_cell.area_share_pct 93.3 \
    min-delay-start "c[7]" \
    cts_hold_buf 0 \
    antenna_cells 0 \
    dieArea_mm2 0.00640 \
    gr-usage-all-layers_pct 5.39 \
    ir_drop_v 0.0000424 \
    hold_ws_ns 1.08 \
    utilization_pct 23.4 \
    grt_pass1_wl_um 2570 \
    cp_max_fo 5 \
    cp.arrival_ns 1.14 \
    row_count 21 \
    fillerInstances 378 \
    compound_area_share_pct 0 \
    setup_viol 0 \
    flops 0 \
    wirelength_um 1790 \
    yosys.cell_types.count 3 \
    tns_ns 0 \
    hold_violations 0 \
    area_leaders "mux4_2, buf_6, clkbuf_2" \
    ys_seq_share_pct 0 \
    yosysMostFrequentCell "mux4_2" \
    avgSynthCellArea_um2 20.1 \
    synthMuxAreaShare_pct 93.3 \
    ios 52 \
    numPortBuffers 52 \
    grt_pass1_vias 398 \
    xor_area_share_pct 0 \
    hold_path_class "input pin to primary output" \
    crit_path_start_kind "input pin" \
    slew_viol_final 0 \
    avgViaCountPerCell 3.21 \
    min_delay_path_depth 3 \
    worst_slew_pin_slew_ns 0.0845 \
    die_height_um 80 \
    wl_per_cell_um 16.0 \
    drive_above_1_share_pct 39.4 \
    rsz0062_at_grt "false" \
    slowest_stage "mux4_2" \
    logic_family "multiplexers" \
    critPathMaxStageDelay_ns 0.49 \
    power_w 0.000185 \
    grt_overflow 0 \
    clock_buffers 0 \
    syn_inst 12 \
    antenna_found_initial 0 \
    fin_ws_ns 0.0586 \
    fin_crit_ns 1.44 \
    yosys_warnings 1 \
    place_congestion 0.738 \
    grt_max_degree 6 \
    ys_sh_simple_pct 0 \
    place_ws_ns -0.724 \
    regArea_um2 0 \
    ant_nets 0 \
    route.detailed.drc 0 \
    core-area_mm2 0.00342 \
    ys_sh_adder_pct 0 \
    p_leak_nw 0.374 \
    netlist_area_um2 241 \
    max_slew_margin_pct 94.4 \
    critPathKind "input pin to primary output" \
    worstSetupEndpointType "primary output" \
    warnings 32 \
]
==> per-layer routing <==
metal | vias up | GRT usage [%] | wire, um
met2 | 2 | 13.5 | 1380
met3 | 0 | 0.114 | 3
li1 | 173 | - | -
met4 | 0 | 0 | 0
met5 | - | 0 | 0
met1 | 184 | 4.20 | 404
==> critical path, delay by kind of cell <==
family / cells / cell delay [ns]
mux: 1 / 0.49
buf+inv: 3 / 0.35
==> final cells by class <==
cell class | instances | area (um2) | area share [%]
timing repair buffer | 56 | 517 | 64.6
multi-input combinational | 10 | 225 | 28.2
tap | 46 | 57.6 | 7.20
==> cells by family after synthesis <==
logic type / after synthesis
muxes: 10
buffers and inverters: 2
==> through the flow <==
stage,area [um2],std cells
3_5_place_dp,843,110
5_1_grt,800,112
2_1_floorplan,241,12
3_3_place_gp,843,110
4_1_cts,796,112
6_report,800,112
==> worst max-delay path by stage <==
stage / start / endpoint / slack [ns] / depth (start not counted)
4_1_cts: sel[0] / out[5] / 0.02 / 4
5_1_grt: sel[0] / out[6] / 0.03 / 4
6_report: sel[0] / out[5] / 0.06 / 4
==> layout by cell type (no fill, tap or decap) <==
master         instances
dlygate4sd2_1         40
buf_2                 11
mux4_2                10
buf_12                 2
buf_16                 1
bufbuf_16              1
buf_6                  1
==> report_power, final <==
| part | internal (W) | total (W) | switching [W] |
|---|---|---|---|
| Combinational | 0.000142 | 0.000185 | 0.0000427 |
| Sequential | 0 | 0 | 0 |
| Clock | 0 | 0 | 0 |
==> repair_timing <==
item,in CTS,in global routing
cloned,2,0
gates resized,80,1
hold endpoints to repair,0,0
endpoints found under the setup margin,10,1
pin swaps,0,0
