==> flow/design.v <==
module median9(
    input  wire [7:0] a0,a1,a2,a3,a4,a5,a6,a7,a8,
    output wire [7:0] median
);
    reg [7:0] x[0:8];
    task sort2;
        inout [7:0] p, q;
        reg [7:0] t;
        begin
            if (p > q) begin
                t = p; p = q; q = t;
            end
        end
    endtask
    always @(*) begin
        x[0]=a0; x[1]=a1; x[2]=a2;
        x[3]=a3; x[4]=a4; x[5]=a5;
        x[6]=a6; x[7]=a7; x[8]=a8;
        sort2(x[1],x[2]);
        sort2(x[4],x[5]);
        sort2(x[7],x[8]);
        sort2(x[0],x[1]);
        sort2(x[3],x[4]);
        sort2(x[6],x[7]);
        sort2(x[1],x[2]);
        sort2(x[4],x[5]);
        sort2(x[7],x[8]);
        sort2(x[0],x[3]);
        sort2(x[5],x[8]);
        sort2(x[4],x[7]);
        sort2(x[3],x[6]);
        sort2(x[1],x[4]);
        sort2(x[2],x[5]);
        sort2(x[4],x[7]);
        sort2(x[4],x[2]);
        sort2(x[6],x[4]);
        sort2(x[4],x[2]);
    end
    assign median = x[4];
endmodule
==> flow/run.sh <==
#!/bin/bash
# OpenROAD 26Q1-2900-gdf79404cd8, Yosys 0.63+post, stock flow scripts
make -C /OpenROAD-flow-scripts/flow DESIGN_CONFIG=/design/flow/config.mk WORK_HOME=/design/flow/orfs finish
==> flow/config.mk <==
export PLATFORM = sky130hd
export DESIGN_NAME = median9
export DESIGN_NICKNAME = median9
export VERILOG_FILES = /design/flow/design.v
export SDC_FILE = /design/flow/constraint.sdc
export NUM_CORES = 4
export LEC_CHECK = 1
export CORE_UTILIZATION = 50
==> flow/constraint.sdc <==
current_design median9

set clk_period 36.8
set clk_io_pct 0.2

create_clock -name clk0 -period $clk_period

set non_clock_inputs [all_inputs -no_clocks]
set_input_delay [expr $clk_period * $clk_io_pct] -clock clk0 $non_clock_inputs
set_output_delay [expr $clk_period * $clk_io_pct] -clock clk0 [all_outputs]
==> impl_metrics.csv <==
group,metric,value,unit
status,outcome,"finished, final reports clean",
die,core.rowCount,43,
final_timing,tns,0,ns
die,fp_util,51.46,%
final_timing,fmax,29.69,MHz
route,wl_per_cell,16.42,um
clock_network,holdBufCountCts,0,
final_timing,slew-limit-headroom,47.95,%
flow_run,warnings,33,
setup_path,slowest_delay,0.75,ns
global_routing,overflow,0,
route,drc_errors,0,
setup_path,worstPathArrival,26.32,ns
finish,design_area,8172,sq um
die,die_h,122.0,um
global_routing,grtUsageTotal,28.19,%
final_timing,slew_violations,0,
logic_synthesis,synth_simple_gate_area_share,17.89,%
logic_synthesis,netlist_top_cells_area,"ha_1 26%, mux2i_1 12%, a21oi_1 6.9%",
logic_synthesis,compound_area_share,31.11,%
logic_synthesis,synth_top_cell_by_area,"ha_1",
logic_synthesis,ys_top_logic_family,"AND-OR/OR-AND gates",
logic_synthesis,synth_stat.cells,1004,
die,core_area,13990,sq um
placed_design,gp_congestion,1.034,
flow_run,cap_violations,0,
placed_design,dpl_cell_area,8172,sq um
logic_synthesis,synth_area,7198,sq um
clock_network,cts_resized,0,
clock_network,cts_setup_buffers,0,
setup_path,required,29.44,ns
die,num_io_pins,80,
route,drt_pass1_iterations,7,
logic_synthesis,xor_share,0.1217,%
min_path,hold_class,"input pin to primary output",
final_timing,setup_viol,0,
route,diodes,0,
logic_synthesis,ys_seq_share,0,%
die,die_x,122.0,um
placed_design,portBuffers,80,
finish,layout-drive-gt1-share,7.707,%
setup_path,crit_fanout,22,
die,chipArea,14880,sq um
finish,clockBufferCount,0,
min_path,min-delay-start,"a6[6]",
final_timing,hold_slack,16.19,ns
placed_design,place_hpwl,17710,um
final_timing,hold_viol,0,
setup_path,endpoint_kind,"primary output",
logic_synthesis,ys_warn_count,2,
logic_synthesis,mux_area_share,17.12,%
route,drt_iter0_drc,483,
route,vias,7215,
global_routing,grt_pass1_wl,32860,um
logic_synthesis,top_cell,"ha_1",
logic_synthesis,netlist_instances,1004,
finish,seq_area,0,sq um
setup_path,cpMostUsedCell,"o21a_1",
final_timing,worst_slew_pin_slew,0.7807,ns
logic_synthesis,top_area_share,25.55,%
setup_path,cp-startpoint,"a8[1]",
logic_synthesis,synth_cell_type_count,79,
global_routing,grt_pass1_vias,6645,
finish,design.seq.count,0,
final_timing,grt_setup_unrepaired,"no",
logic_synthesis,ys_sh_adder,25.85,%
setup_path,cp_slowest_cell,"o41ai_1",
route,wl,20430,um
finish,area_growth,13.52,%
route,ant_nets,0,
final_timing,min_period_over_period,91.52,%
setup_path,path_class,"input pin to primary output",
global_routing,antenna_found_initial,0,
logic_synthesis,ys_area,7198,sq um
global_routing,grt_max_degree,30,
setup_path,startpoint_type,"input pin",
final_timing,period_minus_slack,33.68,ns
route,avgViaCountPerCell,5.800,
logic_synthesis,postSynthAreaPerCell,7.169,sq um
logic_synthesis,top_cells_by_count,"147 x ha_1, 113 x inv_1, 99 x a21oi_1, 92 x nor2_1, 85 x mux2i_1",
==> placed cells by master, fill, tap and decap left out, drive strengths merged, types with 15 or more instances in the layout <==
cell and instances:
nor2b 19, a21oi 101, and2 16, inv 114, a21o 35, ha 147, nand2 50, nand3 31
a211oi 15, o21a 35, mux2 32, o21ai 59, mux2i 86, clkdlybuf4s50 80, nor2 93
==> kinds of logic (layout without fill, tap and decap cells) <==
group,count (synthesis),in the layout
buffers and inverters,144,204
AND/OR/NAND/NOR,265,265
XOR/XNOR,1,1
adder cells (fa/ha/maj),149,149
AND-OR/OR-AND,327,327
multiplexers,118,118
==> final timing paths <==
path	endpoint	slack (ns)	depth (start not counted)
setup / recovery	median[5]	3.12	85
hold / removal	median[6]	16.19	6
==> worst max-delay path: cells and delay by family <==
| kind | cells | cell delay [ns] |
|---|---|---|
| AOI/OAI and AO/OA | 47 | 10.10 |
| and+or+nand+nor | 15 | 2.47 |
| adders and majority gates | 9 | 2.68 |
| muxes | 3 | 1.26 |
| buffers and inverters | 11 | 2.38 |
==> per-layer routing <==
layer | up-vias | track usage, % | wire, um
met1 | 3177 | 40.77 | 10070
li1 | 3825 | - | -
met2 | 186 | 45.52 | 8868
met3 | 27 | 2.004 | 966
met4 | 0 | 6.173 | 521
met5 | - | 0 | 0
==> layout make-up <==
type	count	area, sq um
inverters	114	427.9
multi-input cells	860	6643
repair buffers	90	875.8
fillers	1348	5817
well taps	180	225.2
==> metrics by stage <==
step / std cells / setup slack, ns / utilization [%]
2_1_floorplan: 1004 / 6.479 / -
3_3_place_gp: 1244 / 3.462 / 58.42
3_5_place_dp: 1244 / 3.427 / 58.42
4_1_cts: 1244 / 3.376 / 58.42
5_1_grt: 1244 / 1.213 / 58.42
6_report: 1244 / 3.120 / 58.42
